===== flow/config.mk =====
export PLATFORM = sky130hd
export DESIGN_NAME = Project_FSM
export DESIGN_NICKNAME = Project_FSM
export VERILOG_FILES = /design/flow/design.v
export SDC_FILE = /design/flow/constraint.sdc
export NUM_CORES = 4
export LEC_CHECK = 1
export CORE_AREA = 10 10 97 97
export DIE_AREA = 0 0 107 107

===== flow/constraint.sdc =====
current_design Project_FSM

set clk_period 1.8
set clk_io_pct 0.2

create_clock -name clk0 -period $clk_period [get_ports {clka}]
create_clock -name clk1 -period $clk_period [get_ports {clkb}]

set non_clock_inputs [all_inputs -no_clocks]
set_input_delay [expr $clk_period * $clk_io_pct] -clock clk0 $non_clock_inputs
set_output_delay [expr $clk_period * $clk_io_pct] -clock clk0 [all_outputs]

===== flow/design.v =====
module Project_FSM (clka, clkb, RESTART, START, CARD_DONE, is_larger, P1_NO_CARD, P1_CARD_PUT, P2_PUT_CARD, DONE, P1_NUM_CARDS, P2_NUM_CARDS, LOAD, CARD_GEN, COMPARE_1, COMPARE_2, UPDATE_1, UPDATE_2, RESET_TOP, WINNER);
input   clka, clkb, RESTART, START, CARD_DONE, is_larger, P1_NO_CARD, P2_PUT_CARD, DONE;
input [2:0] P1_NUM_CARDS, P2_NUM_CARDS, P1_CARD_PUT;
output LOAD, CARD_GEN, COMPARE_1, COMPARE_2, UPDATE_1, UPDATE_2, RESET_TOP; 
output [1:0] WINNER;
wire clka, clkb, RESTART, START, CARD_DONE, is_larger, P1_NO_CARD, P2_PUT_CARD, DONE;
wire [2:0] P1_NUM_CARDS, P2_NUM_CARDS, P1_CARD_PUT;
reg LOAD, CARD_GEN, COMPARE_1, COMPARE_2, UPDATE_1, UPDATE_2, RESET_TOP; 
reg [1:0] WINNER;
parameter SIZE = 4;
parameter IDLE = 4'b0000, CARD_WAIT = 4'b0001, P1 = 4'b0010, COMP = 4'b0011,  UPDATE_P1 = 4'b0100, RESET_STACK_1 = 4'b0101, P2 = 4'b0110, UPDATE_P2 = 4'b0111;
parameter RESET_STACK_2 = 4'b1000, P1_WIN = 4'b1001, P2_WIN = 4'b1010;
wire   [SIZE-1:0]          temp_state   ; 
reg   [SIZE-1:0]          next_state   ; 
reg [SIZE-1:0] state;
assign temp_state = fsm_function(state, RESTART, START, CARD_DONE, P1_NO_CARD, is_larger, P2_PUT_CARD, DONE, P1_CARD_PUT, P1_NUM_CARDS, P2_NUM_CARDS);  
function [SIZE-1:0] fsm_function;
  input  [SIZE-1:0] state;
  input  RESTART, START, CARD_DONE, P1_NO_CARD, is_larger, P2_PUT_CARD, DONE;
  input  [2:0] P1_CARD_PUT;
  input  [2:0] P1_NUM_CARDS;
  input  [2:0] P2_NUM_CARDS;
case(state)
   IDLE: begin
        if (START == 1)
            fsm_function = CARD_WAIT; 
        else 
            fsm_function = IDLE;
         end 
    CARD_WAIT: begin
      if (CARD_DONE == 1)
        fsm_function = P1;
      else
        fsm_function = CARD_WAIT;
    end
   P1: begin
          if (P1_CARD_PUT > 3'b000)
            fsm_function = COMP;
          else if (P1_NO_CARD == 1)
            fsm_function = RESET_STACK_1;
          else
            fsm_function = P1;
         end
   COMP: begin
         if (DONE == 1)
          if (is_larger == 1)
              fsm_function = UPDATE_P1;
          else    
              fsm_function = P1;
        else
          fsm_function = COMP;  
         end
   UPDATE_P1: begin
          if (DONE == 1)
            if (P1_NUM_CARDS == 0) begin
              fsm_function = P1_WIN;   
            end else
              fsm_function = P2;
          else
            fsm_function = UPDATE_P1;
         end
    RESET_STACK_1: begin
          if (DONE == 1)
            if (P2_NUM_CARDS == 1)
              fsm_function = P2_WIN;    
            else
              fsm_function = P2;
          else
            fsm_function = RESET_STACK_1;
    	 end
    P2: begin
          if (DONE == 1)
            if (P2_PUT_CARD == 1) 
              fsm_function = UPDATE_P2;
            else 
              fsm_function = RESET_STACK_2;
          else
            fsm_function = P2;
    	 end
    UPDATE_P2: begin
      if (DONE == 1)
        if (P2_NUM_CARDS == 0) begin
              fsm_function = P2_WIN;    
        end else
              fsm_function = P1;
        else
          fsm_function = UPDATE_P2; 
    	 end
    RESET_STACK_2: begin
        if (DONE == 1)
          if (P1_NUM_CARDS == 1) begin
            fsm_function = P1_WIN;    
          end else
            fsm_function = P1;
        else
          fsm_function = RESET_STACK_2;
    	 end
    P1_WIN: begin
    	   fsm_function = IDLE;
    	 end
    P2_WIN: begin
          fsm_function = IDLE;
    	 end
   default : fsm_function = IDLE;
  endcase
endfunction
always @ (negedge clka)
begin : FSM_SEQ
  if (RESTART == 1'b1) begin
    next_state <= IDLE;
  end else begin
    next_state <= temp_state;
  end
end
always @ (negedge clkb)
begin : OUTPUT_LOGIC
  case(next_state)
  IDLE: begin
        state <= next_state;
        {LOAD, COMPARE_1, COMPARE_2, UPDATE_1, UPDATE_2, RESET_TOP, CARD_GEN} <= 7'b0;
        WINNER <= 2'b00;
        end
  CARD_WAIT: begin
        state <= next_state;
        {LOAD, COMPARE_1, COMPARE_2, UPDATE_1, UPDATE_2, RESET_TOP, CARD_GEN} <= 7'b0000001;
  end
  P1: begin 
        state <= next_state;
        {LOAD, COMPARE_1, COMPARE_2, UPDATE_1, UPDATE_2, RESET_TOP, CARD_GEN} <= 7'b1000000;
        end
  COMP: begin
        state <= next_state;
        {LOAD, COMPARE_1, COMPARE_2, UPDATE_1, UPDATE_2, RESET_TOP, CARD_GEN} <= 7'b0100000;
          end
  UPDATE_P1: begin
          state <= next_state;
          {LOAD, COMPARE_1, COMPARE_2, UPDATE_1, UPDATE_2, RESET_TOP, CARD_GEN} <= 7'b0001000;
         end
  RESET_STACK_1: begin
          state <= next_state;
          {LOAD, COMPARE_1, COMPARE_2, UPDATE_1, UPDATE_2, RESET_TOP, CARD_GEN} <= 7'b0000010;
        end
  P2: begin
        state <= next_state;
        {LOAD, COMPARE_1, COMPARE_2, UPDATE_1, UPDATE_2, RESET_TOP, CARD_GEN} <= 7'b0010000;
        end
  UPDATE_P2: begin
        state <= next_state;
        {LOAD, COMPARE_1, COMPARE_2, UPDATE_1, UPDATE_2, RESET_TOP, CARD_GEN} <= 7'b0000100;
        end
  RESET_STACK_2: begin
        state <= next_state;
        {LOAD, COMPARE_1, COMPARE_2, UPDATE_1, UPDATE_2, RESET_TOP, CARD_GEN} <= 7'b0000010;
         end
  P1_WIN: begin
    	state <= next_state; 
        WINNER <= 2'b01;      
    	 end
  P2_WIN: begin
        state <= next_state;
        WINNER <= 2'b10;      
  end
  endcase
end  
endmodule  

===== flow/run.sh =====
#!/bin/bash
# OpenROAD 26Q1-2900-gdf79404cd8, Yosys 0.63+post, stock flow scripts
make -C /OpenROAD-flow-scripts/flow DESIGN_CONFIG=/design/flow/config.mk WORK_HOME=/design/flow/orfs finish

==> results.json <==
{
  "placed_area_um2": 1470,
  "die_y_um": 107,
  "hold_start": "next_state[3]",
  "cts.sink_count": 17,
  "critical_path_class": "input port to register",
  "top_area_cell": "edfxtp_1",
  "timing.hold.ws_ns": 0.5365,
  "status": "finished with violations",
  "finalMaxSlewViolations": 0,
  "min_path_cells": 1,
  "ys_cells": 118,
  "max-vdd-ir-drop_v": 0.0002334,
  "edf_count": 13,
  "syn-instance-count": 118,
  "drtIter0Drc": 42,
  "cp_max_fo": 2,
  "yosysWarnings": 1,
  "lay_top_cells": "inv_1, buf_2, edfxtp_1",
  "flop_area_um2": 470.5,
  "required_ns": 1.07,
  "holdPathEnd": "CARD_GEN",
  "p_leak_nw": 0.7545,
  "ys_seq_share_pct": 45.19,
  "placed_cells": 243,
  "antenna_cells": 0,
  "die_w_um": 107,
  "grt_first_pass_wirelength_mm": 4.761,
  "worstRegToRegCells": 4,
  "boundaryPins": 27,
  "min_path_type": "register to register",
  "tritoncts": "done",
  "rr_endpoint": "next_state[2]",
  "hold_buffers": 0,
  "setup-violations-final": 13,
  "grt_pass1_vias": 1075,
  "slew_headroom_pct": 64.48,
  "violations": "negative setup slack",
  "pre_cts_ws_ns": -0.9860,
  "dp_hpwl_mm": 1.984,
  "area_leaders": "edfxtp_1, dfxtp_1, o31ai_1",
  "routabilityCongestion": 0.8345,
  "wire_per_inst_um": 10.70,
  "fillerInstances": 803,
  "core_area_um2": 7292,
  "rr_startpoint": "state[1]",
  "syn_to_final_growth_pct": 58.89,
  "finalHoldViolCount": 0,
  "layout.cells.non_filler": 266,
  "drc": 0,
  "wirelength_mm": 2.846,
  "synthArstFlopShare_pct": 0,
  "antenna_found_initial": 0,
  "top_area_share_pct": 37.50,
  "grt_max_degree": 19,
  "dr.pass1.iters": 6,
  "ys_area_um2": 1041,
  "worst_ep_arrival_time_ns": 1.40,
  "io_buffers": 25,
  "max_cap_viol_count": 0,
  "layout.area.comb_um2": 591.8,
  "fin_area_um2": 1654,
  "fp_util_pct": 14.28,
  "grtUsageTotal_pct": 5.059,
  "tool_warnings": 46,
  "drive_above_1_share_pct": 29.94,
  "flop_cell": "edfxtp_1",
  "grt-ovfl-total": 0,
  "fp-row-count": 31,
  "end_kind": "register",
  "startpoint_type": "input port",
  "tightest_slew_ns": 0.5321,
  "yosysUniqueCellTypes": 35,
  "num_vias": 1027,
  "rsz0062_at_grt": "true",
  "reg2reg_slack_ns": 0.17,
  "mostFrequentLayoutCell": "inv_1",
  "cts.clk_slew.worst_paths_ns": 0.03,
  "die_area_um2": 11450,
  "ant_nets": 0,
  "ys_ff": 17,
  "synth_area_per_cell_um2": 8.822,
  "pwr_density_cell_nw_per_um2": 845.2,
  "viasPerCell": 3.861,
  "syn_area_um2": 1041,
  "setup_slack_ns": -0.3339
}
==> flip-flops by register name, summed over array words and instances, names as in the netlist <==
register	count
next_state	4
state	4
WINNER	2
CARD_GEN	1
COMPARE_1	1
COMPARE_2	1
LOAD	1
RESET_TOP	1
UPDATE_1	1
UPDATE_2	1
==> report_power, final <==
part,internal (mW),switching [mW]
sequential,0.451,0.0352
combinational,0.0951,0.0851
clock,0.489,0.242
total,1.04,0.363
==> logic make-up (layout without fill, tap and decap cells) <==
| kind of cell | count (synthesis) | after routing | synth area share (%) |
|---|---|---|---|
| xor+xnor | 1 | 1 | 0.8415 |
| simple gates | 53 | 53 | 27.77 |
| flops | 17 | 17 | 45.19 |
| mux | 1 | 1 | 1.082 |
| buf+inv | 17 | 66 | 6.490 |
| compound gates | 29 | 29 | 18.63 |
==> cells in the mapped netlist, types with 2 or more instances <==
cell / instances
nor2_1: 10
nand2b_1: 3
nor3_1: 4
edfxtp_1: 13
nor4_1: 2
inv_1: 6
a21oi_1: 8
buf_2: 3
a31oi_1: 2
and3_1: 2
nand2_1: 12
o31ai_1: 9
nand3_1: 2
clkbuf_1: 8
nor2b_1: 6
dfxtp_1: 4
nand4_1: 3
o21ai_0: 4
==> repair_timing <==
action	CTS	global route
buffers inserted	2	1
hold endpoints to repair	0	0
gates resized	81	5
pin swaps	14	10
setup endpoints to repair	13	13
==> layer usage <==
metal | GRT usage (%) | up-vias | part of all wire (%)
met5 | 0 | - | 0
met4 | 1.644 | 0 | 1.3
met3 | 2.608 | 4 | 4.5
met2 | 7.902 | 17 | 50
met1 | 5.896 | 472 | 44
li1 | - | 534 | -
==> metrics by stage <==
stage                     power [mW]  TNS, ns  util (%)
after floorplan               0.6325   -1.193         -
after global placement        0.7332   -5.484     20.16
after detailed placement      0.7353   -5.575     20.16
after CTS                      1.424   -3.250     22.62
after global routing           1.516   -3.492     22.68
final                          1.398   -3.001     22.68
==> worst max-delay path by stage <==
stage,from,end,slack [ns],cells after the start
4_1_cts,P1_NUM_CARDS[2],next_state[2],-0.36,5
5_1_grt,P1_NUM_CARDS[1],next_state[2],-0.34,5
6_report,P1_NUM_CARDS[1],next_state[2],-0.33,5
==> worst max-delay path: stages <==
cell       delay [ns]
buf_6            0.09
or4_4            0.52
a21oi_4          0.17
a2111oi_4        0.05
a41o_1           0.21
==> cell type report <==
class	count	area share, %
Sequential cell	17	28.44
Inverter	4	0.9077
Timing Repair Buffer	38	16.72
Tap cell	99	7.489
Clock buffer	6	4.992
Multi-Input combinational cell	84	35.78
Clock inverter	18	5.673
Power is estimated from default activity; no workload was simulated.
